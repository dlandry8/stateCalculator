$ cat flow/config.mk
export PLATFORM = sky130hd
export DESIGN_NAME = StateCalculatorLab4
export DESIGN_NICKNAME = StateCalculatorLab4
export VERILOG_FILES = /design/flow/design.v
export SDC_FILE = /design/flow/constraint.sdc
export NUM_CORES = 4
export LEC_CHECK = 1
export CORE_UTILIZATION = 40
$ cat flow/design.v
module StateCalculatorLab4(
	input 		          		CLOCK2_50,
	input 		          		CLOCK3_50,
	input 		          		CLOCK4_50,
	input 		          		CLOCK_50,
	output		     [6:0]		HEX0,
	output		     [6:0]		HEX1,
	output		     [6:0]		HEX2,
	output		     [6:0]		HEX3,
	output		     [6:0]		HEX4,
	output		     [6:0]		HEX5,
	input 		     [3:0]		KEY,
	output		     [9:0]		LEDR,
	input 		     [9:0]		SW,
	inout 		    [35:0]		GPIO);
   wire rawValid;                 
   wire [3:0] hexDigit;           
   wire delayedValid;             
   wire [3:0] delayedButton;      
   reg [1:0] display = 0;         
   wire [4:0] state;              
   reg [23:0] currentNumber = 0;  
   reg [23:0] accumulator = 0;    
	reg [47:0] product = 0;			 
	reg [23:0] remainder = 0;		 
	reg [23:0] temp = 0;				 
   wire [23:0] displayNumber;     
   reg pressFlag = 0;             
	reg [1:0] lastOperation;
	reg errorFlag = 0;				 
   assign LEDR[9] = ~display;		 
   assign LEDR[8] = display;		 
	assign LEDR[6] = (accumulator == 0) ? 1 : 0;
   assign LEDR[4:0] = state[4:0];
   assign displayNumber = (display == 0) ? 
                          currentNumber : 
								  (display == 1) ?
								  accumulator : 
								  (lastOperation == 1) ?
								  product[47:24] :
								  remainder;
   assign state[4:0] = {delayedValid, delayedButton[3:0]};
   scan sc( 
      CLOCK_50,                                
     {GPIO[25], GPIO[23], GPIO[21], GPIO[19],  
      GPIO[17], GPIO[15], GPIO[13], GPIO[11]}, 
      hexDigit, rawValid                       
      );
   debouncer keypadDelay(
      CLOCK_50, rawValid,                      
      delayedValid                             
      );
   debouncer resetButton(
      CLOCK_50, ~KEY[3],                       
      delayedButton[3]                         
      );
   debouncer clearButton(
      CLOCK_50, ~KEY[2],                       
      delayedButton[2]                         
      );
   debouncer entButton(
      CLOCK_50, ~KEY[1],                       
      delayedButton[1]                         
      );
   debouncer opButton(
      CLOCK_50, ~KEY[0],                       
      delayedButton[0]                         
      );
	always@(posedge delayedValid)
   begin
      temp[23:0] = {currentNumber[19:0], hexDigit};
   end
   always @(posedge CLOCK_50)
   begin
      case (state)
         5'b10000:                      
            begin
					errorFlag <= 0;
               currentNumber <= temp;
               display <= 0;
					lastOperation <= 0;
            end
         5'b01000:                      
            begin
					errorFlag <= 0;
               currentNumber <= 0;
               accumulator <= 0;
               display <= 0;
					product <= 0;
					remainder <= 0;
					lastOperation <= 0;
            end
         5'b00100:                      
            begin
					errorFlag <= 0;
               currentNumber <= 0;
               display <= 0;
					lastOperation <= 0;
            end
         5'b00010:                      
            begin
					errorFlag <= 0;
					if (!pressFlag)
					begin
						pressFlag = 1;
						accumulator = currentNumber;
						display <= 1;
						lastOperation <= 0;
						currentNumber <= 0;
					end
            end
         5'b00001:                      
            begin
               if (!pressFlag)
               begin
						case (SW[9:8])
							2'b00:				 
							begin
								errorFlag <= 0;
								accumulator <= 
									accumulator + currentNumber;
								display <= 1;
								lastOperation <= 0;
							end
							2'b01:				 
							begin
								errorFlag <= 0;
								accumulator <=
									accumulator - currentNumber;
								display <= 1;
								lastOperation <= 0;
							end
							2'b10:				 
							begin
								errorFlag <= 0;
								product =
									accumulator * currentNumber;
								accumulator =
									product[23:0];
								display <= (SW[7]) ? 2 : 1;
								lastOperation <= 1;
							end	
							2'b11:				 
							begin
								if (currentNumber == 0)
									errorFlag <= 1;
									errorFlag <= 0;
									accumulator <=
										accumulator / currentNumber;
									remainder <= 
									accumulator % currentNumber;
									display <= (SW[7]) ? 2 : 1;
									lastOperation <= 2;
							end
						endcase
                  display <= 1;
                  pressFlag = 1;
						currentNumber <= 0;
               end
            end
         5'b00000:                      
            begin
               pressFlag = 0;
					if (lastOperation == 1 || lastOperation == 2)
						display <= (SW[7]) ? 2 : 1;
            end
      endcase
   end
   hexOutput display0(
      1,  
      displayNumber[3:0],
      HEX0                                     
      );
   hexOutput display1(
     |displayNumber[23:4],
      displayNumber[7:4],
      HEX1                                     
      );
   hexOutput display2(
     |displayNumber[23:8],
      displayNumber[11:8],
      HEX2                                     
      );
   hexOutput display3(
     |displayNumber[23:12],
      displayNumber[15:12],
      HEX3                                     
      );
   hexOutput display4(
     |displayNumber[23:16],
      displayNumber[19:16],
      HEX4                                     
      );
   hexOutput display5(
     |displayNumber[23:20],
      displayNumber[23:20],
      HEX5                                     
      );
endmodule
module scan( 
       input clock,                 
       inout [7:0] keypad,          
       output [ 3:0 ] hexOutput,    
       output reg rawValid          
       );
	reg [3:0] rawKey;
   reg [3:0] colDrive;         
   wire [3:0] rowSense;        
   reg [ 31:0 ] counter;       
   reg [ 1:0 ] columnNumber;   
   reg [ 1:0 ] rowNumber;      
   reg [3:0] hexDigit;         
   parameter
		clockFreq = 50_000_000,
      desiredFrequency = 50,   
      divisor = clockFreq / desiredFrequency;
   always @( posedge clock )
   begin
      if ( counter == 0 )
      begin
         counter <= divisor;
         if (keypad[7:4] == 4'b1111)
         begin
            rawValid <= 0;
            columnNumber <= columnNumber + 1;
         end
         else
            rawValid <= 1;
      end
      else
         counter <= counter - 1;
   end
   always @(columnNumber)
   begin
      case (columnNumber)
         0: colDrive <= 4'bzzz0;
         1: colDrive <= 4'bzz0z;
         2: colDrive <= 4'bz0zz;
         3: colDrive <= 4'b0zzz;
      endcase
   end
   assign keypad[3:0] = colDrive[3:0];
   always @*
   begin
      casex(keypad[7:4])
         'bxxx0:  rowNumber <= 0;
         'bxx0x:  rowNumber <= 1;
         'bx0xx:  rowNumber <= 2;
         'b0xxx:  rowNumber <= 3;
      endcase
      rawKey = {columnNumber, rowNumber};
   end
	always @(rawKey)
   begin
      if (rawValid == 1)
      begin
         case(rawKey)
            4'b0000: hexDigit <= 'hd;
            4'b0100: hexDigit <= 'he;
            4'b1000: hexDigit <= 'h0;
            4'b1100: hexDigit <= 'hf;
            4'b0001: hexDigit <= 'hc;
            4'b0101: hexDigit <= 'h9;
            4'b1001: hexDigit <= 'h8;
            4'b1101: hexDigit <= 'h7;
            4'b0010: hexDigit <= 'hb;
            4'b0110: hexDigit <= 'h6;
            4'b1010: hexDigit <= 'h5;
            4'b1110: hexDigit <= 'h4;
            4'b0011: hexDigit <= 'ha;
            4'b0111: hexDigit <= 'h3;
            4'b1011: hexDigit <= 'h2;
            4'b1111: hexDigit <= 'h1;
         endcase
      end
   end
   assign hexOutput = hexDigit;
endmodule
module debouncer(
    input clk,              
    input validIn,          
     output reg validOut);  
   reg PB_sync_0;
   reg PB_sync_1;
   reg [15:0] PB_cnt;
   always @(posedge clk) PB_sync_0 <= validIn;
   always @(posedge clk) PB_sync_1 <= PB_sync_0;
   always @(posedge clk)
   begin
      if(validOut == PB_sync_1)
         PB_cnt <= 0;
      else
      begin
         PB_cnt <= PB_cnt + 1'b1; 
         if(PB_cnt == 16'hffff) validOut <= ~validOut;
      end
   end
endmodule
module hexOutput(
      input valid, 
      input [3:0] hexDigit,
      output reg  [6:0] segments);
   wire b0, b1, b2, b3;
   wire [6:0] s;
   assign b0 = hexDigit[0];
   assign b1 = hexDigit[1];
   assign b2 = hexDigit[2];
   assign b3 = hexDigit[3];
   assign s[0] =  b1 & b2 | 
                  ~b1 & ~b2 & b3 | 
                  ~b0 & b3 | 
                  ~b0 & ~b2 | 
                  b0 & b2 & ~b3 | 
                  b1 & ~b3;
   assign s[1] =  (~b0 | b1 | ~b2 | b3) & 
                  (b0 | ~b1 | ~b2) & 
                  (~b1 | ~b2 | ~b3) & 
                  (b0 | ~b2 | ~b3) & 
                  (~b3 | ~b1 | ~b0);
   assign s[2] =  (b0 | ~b1 | b2 | b3) & 
                  (~b1 | ~b2 | ~b3) & 
                  (b0 | ~b2 | ~b3);
   assign s[3] =  (~b0 | b1 | b2 | b3) & 
                  (b0 | b1 | ~b2 | b3) & 
                  (~b0 | ~b1 | ~b2) & 
                  (b0 | ~b1 | b2 | ~b3);
   assign s[4] =  (~b0 | b3) & 
                  (b1 | ~b2 | b3) & 
                  (~b0 | b1 | b2);
   assign s[5] =  (~b0 | b2 | b3) & 
                  (~b1 | b2 | b3) & 
                  (~b0 | ~b1 | b3) & 
                  (~b0 | b1 | ~b2 | ~b3);
   assign s[6] =  (b1 | b2 | b3) & 
                  (~b0 | ~b1 | ~b2 | b3) & 
                  (b0 | b1 | ~b2 | ~b3);
   always @*
         segments = valid? ~s : ~0;
endmodule
$ cat flow/run.sh
#!/bin/bash
# OpenROAD 26Q1-2900-gdf79404cd8, Yosys 0.63+post, stock flow scripts
make -C /OpenROAD-flow-scripts/flow DESIGN_CONFIG=/design/flow/config.mk WORK_HOME=/design/flow/orfs finish
$ cat flow/constraint.sdc
current_design StateCalculatorLab4

set clk_period 163.4
set clk_io_pct 0.2

create_clock -name clk0 -period $clk_period [get_ports {CLOCK_50}]

set non_clock_inputs [all_inputs -no_clocks]
set_input_delay [expr $clk_period * $clk_io_pct] -clock clk0 $non_clock_inputs
set_output_delay [expr $clk_period * $clk_io_pct] -clock clk0 [all_outputs]
==> ci_impl_report.md <==
### Metrics collected by this job

| Metric | Value |
|---|---|
| Pre-CTS setup slack | `107.29 ns` |
| Largest net degree at the start of global routing | `57` |
| Register pins left without a clock | `30` |
| Outcome | `aborted with a tool error` |
| Main area contributors | `fa_1 20%, ha_1 13%, edfxtp_1 6.7%` |
| IO Count | `106` |
| Endpoints left unconstrained | `62` |
| Hold_buf cts | `0` |
| Number of synthesized flops with an enable pin | `107` |
| Placed wire-length estimate | `115000 um` |
| Chip width | `350 um` |
| Dominant cell area share | `20.1%` |
| Main flop type | `dfxtp_1` |
| RD Place Congestion | `0.980` |
| Synth Register Bits | `261` |
| Share of flip-flops with an asynchronous set or reset | `0%` |
| Synth warn | `11` |
| Ys cells | `6074` |
| Cells after synthesis | `6074` |
| Clock root buffer | `clkbuf_16` |
| Floorplan Utilization | `40.3%` |
| Cts repair resizes | `0` |
| Stop Error | `[ERROR RSZ-0074] Failed to build tree from global routes for pin 'GPIO[25]' and net 'GPIO[25]' at grid (3450, 182850): found route to 2 pins, expected 1` |
| Number of CTS-inserted buffers | `28` |
| Area leader, netlist | `fa_1` |
| Syn avg cell area | `7.95 sq um` |
| Clock Tree Buf Depth | `3` |
| Port bufs | `57` |
| Chip Height | `350 um` |
| Cell Type Count | `99` |
| Stopping stage | `global routing` |
| CTS H-Tree Depth | `1` |
| Post-Synthesis Cell Area | `48300 sq um` |
| Yosys stat area | `48300 sq um` |
| Row cnt | `127` |
| Post-CTS setup buffers | `0` |
[metrics by stage]
| stage | cell area (sq um) | utilization, % | hold slack (ns) | instances | total power [mW] |
|---|---|---|---|---|---|
| after floorplan | 48300 | - | 0.310 | 6079 | 0.0667 |
| after global placement | 50900 | 42.5 | 0.311 | 7613 | 0.0683 |
| after detailed placement | 50900 | 42.5 | 0.312 | 7613 | 0.0683 |
| after CTS | 51900 | 43.3 | 0.327 | 7665 | 0.135 |
[cells in the mapped netlist (all sizes together) (13+ instances only)]
| cell type | n |
|---|---|
| edfxtp | 107 |
| and2 | 125 |
| o31ai | 25 |
| nand4 | 39 |
| and3 | 42 |
| nor2b | 63 |
| nand2 | 805 |
| o31a | 20 |
| nand2b | 51 |
| or4 | 15 |
| ha | 508 |
| o211ai | 62 |
| buf | 66 |
| or3 | 56 |
| fa | 484 |
| o21ai | 282 |
| dfxtp | 148 |
| a211oi | 47 |
| a211o | 19 |
| o21bai | 21 |
| mux2i | 65 |
| o22ai | 25 |
| xor2 | 145 |
| o41ai | 14 |
| nor3 | 127 |
| nor3b | 14 |
| nand3 | 124 |
| a21oi | 333 |
| clkbuf | 213 |
| a31oi | 47 |
| a21o | 89 |
| xnor2 | 200 |
| o32ai | 13 |
| mux2 | 54 |
| nor2 | 563 |
| a21boi | 14 |
| nor4 | 40 |
| inv | 667 |
| or2 | 38 |
| o21a | 120 |
[cell families after synthesis]
logic type	Yosys count	synth area share (%)
buf+inv	952	7.56
xor+xnor	345	6.26
simple gates	2124	20.1
flops	255	12.8
latches	6	0.187
other cells	1	0.00776
compound gates	1280	17.3
fa+ha+maj	992	33.2
mux	119	2.61
Power figures rest on the tool's default switching activity, not on a simulated workload.
